<file path="./design.v">
`default_nettype none
package TDPRAM_DUALCLK_PKG;
    typedef enum int {
        NO_CHANGE,   
        READ_FIRST,  
        WRITE_FIRST  
    } WRITE_MODE;
    typedef enum bit {
        FALSE,  
        TRUE    
    } OUTPUT_REG;
endpackage
`default_nettype wire
`default_nettype none
module SDPRAM_SINGLECLK #(
    parameter int unsigned DATA_WIDTH    = 8,
    parameter int unsigned DEPTH         = 128,
    parameter int unsigned ADDR_WIDTH    = (DEPTH >= 2) ? $clog2(DEPTH) : 1,
    parameter bit          OUTPUT_REG    = 1'b1,  
    parameter string       RAM_INIT_FILE = "RAMINIT.hex"
) (
    input  var                             CLK_I  ,
    input  var unsigned [ADDR_WIDTH - 1:0] WADDR_I,
    input  var                             WEN_I  ,
    input  var          [DATA_WIDTH - 1:0] WDATA_I,
    input  var unsigned [ADDR_WIDTH - 1:0] RADDR_I,
    input  var                             REN_I  ,
    output var          [DATA_WIDTH - 1:0] RDATA_O
);
    logic [DATA_WIDTH - 1:0] RAM[DEPTH - 1:0];
    logic [DATA_WIDTH - 1:0] RDATA_REG_1P;
    logic [DATA_WIDTH - 1:0] RDATA_REG_2P;
    initial begin
        if ( RAM_INIT_FILE != "" ) begin
            $readmemh(RAM_INIT_FILE, RAM);
        end
    end
    always @(posedge CLK_I) begin
        if ( WEN_I ) begin
            RAM[WADDR_I] <= WDATA_I;
        end
    end
    always_ff @( posedge CLK_I ) begin
        if ( REN_I ) begin
            RDATA_REG_1P <= RAM[RADDR_I];
        end
    end
    generate
        if ( OUTPUT_REG ) begin: l_gen_reg2p
            always_ff @( posedge CLK_I ) begin
                RDATA_REG_2P <= RDATA_REG_1P;
            end
            assign RDATA_O = RDATA_REG_2P;
        end else begin: l_gen_reg1p
            assign RDATA_O = RDATA_REG_1P;
        end
    endgenerate
endmodule
`default_nettype wire
</file>
<file path="./run.sh">
#!/bin/bash
# OpenROAD 26Q1-2900-gdf79404cd8, Yosys 0.63+post, stock flow scripts
make -C /OpenROAD-flow-scripts/flow DESIGN_CONFIG=/design/flow/config.mk WORK_HOME=/design/flow/orfs finish
</file>
<file path="./config.mk">
export PLATFORM = sky130hd
export DESIGN_NAME = SDPRAM_SINGLECLK
export DESIGN_NICKNAME = SDPRAM_SINGLECLK
export VERILOG_FILES = /design/flow/design.v
export SDC_FILE = /design/flow/constraint.sdc
export NUM_CORES = 4
export LEC_CHECK = 1
export CORE_UTILIZATION = 50
export SYNTH_HDL_FRONTEND = slang
</file>
<file path="./constraint.sdc">
current_design SDPRAM_SINGLECLK

set clk_period 5.0
set clk_io_pct 0.2

create_clock -name clk0 -period $clk_period [get_ports {CLK_I}]

set non_clock_inputs [all_inputs -no_clocks]
set_input_delay [expr $clk_period * $clk_io_pct] -clock clk0 $non_clock_inputs
set_output_delay [expr $clk_period * $clk_io_pct] -clock clk0 [all_outputs]
</file>
==> results_dict.tcl <==
# collected from the flow reports
set metrics [dict create \
    numCtsBuffers 105 \
    track_usage 0.260 \
    warning_count 26 \
    area_growth_pct 13.7 \
    relSlewSlack 0.303 \
    async_reset_ff_frac 0 \
    drive_above_1_share 0.321 \
    post-route-drc-count 0 \
    final_antenna_net_count 0 \
    simple_gate_share 0.0175 \
    synth_seq_share 0.781 \
    met3_usage 0.200 \
    netlist_area_um2 39900 \
    core.rowCount 103 \
    tightest_slew_ns 1.04 \
    routedWlPerCell_um 30.3 \
    rsz0062_at_grt "false" \
    grt_max_degree 72 \
    fin_area_um2 45400 \
    cp-end-kind "flip-flop" \
    wl_mm 89.0 \
    maxCapViolations 0 \
    crit_required_ns 5.40 \
    fin_crit_ns 3.53 \
    flop_cell "edfxtp_1" \
    worstSkewPairLatency_ns 0.66 \
    path_clk_slew_ns 0.06 \
    power_frac_comb 0.048 \
    r2r_slack_ns 2.38 \
    cp_data_arrival_time_ns 3.93 \
    lay_top_count "edfxtp_1" \
    fp.dieW_um 285 \
    die_y_um 285 \
    crit-reg2reg-capture "RDATA_REG_1P[5]" \
    numPortBuffers 32 \
    setup_viol 0 \
    p_leak_nw 14.0 \
    fin_skew_ns 0.0192 \
    pwr_density_cell_nw_per_um2 398 \
    ys_cells 1643 \
    dpl.hpwl_mm 54.4 \
    synth.comb.largest_family "multiplexers" \
    grt_busiest_layer "met2" \
    grt_pass1_vias 19900 \
    holdPathEnd "RDATA_O[6]" \
    finalMaxSlewViolations 0 \
    adder_share 0 \
    dr.pass1.iters 5 \
    drt_iter0_markers 1132 \
    internal_power_mw 14.4 \
    vias_per_cell 6.01 \
    reg2reg_depth 4 \
    yosys_warnings 0 \
    hold_class "flip-flop to flip-flop" \
    syn_avg_cell_area_um2 24.3 \
    antenna_found_initial 4 \
    post-route-period-util 0.706 \
    htree_levels 3 \
    cts_tree "yes" \
    yosys-stat-area_um2 39900 \
    lay_top_cells "edfxtp_1, mux4_2, nor2_1" \
    grt_pass1_wl_mm 132 \
    worstHoldStart "RDATA_REG_1P[6]" \
    yosysUniqueCellTypes 17 \
    ios 33 \
    r2r_start "RAM[37][5]" \
    p_sw_frac 0.204 \
    fmax_mhz 283 \
    ys_ff 1040 \
    tns_ns 0 \
    place.gp.congestion 0.880 \
    postCtsSetupBuffers 0 \
    edf_count 1032 \
    grtUsageMet1 0.353 \
    clockBufferDepth 3 \
    initial_utilization 0.505 \
    finalHoldViolCount 0 \
    cts-root-buf "clkbuf_16" \
    yosys.area_share.xor_xnor 0 \
    core_area_um2 79000 \
    start_kind "input pin" \
    worstPathMaxFanout 37 \
    status "finished clean" \
    placed_area_um2 42000 \
    holdPathStages 0 \
    cts.repair.resized 0 \
    synth.cellmix.compoundShare 0 \
    grt_overflow_total 0 \
    power_frac_seq 0.535 \
    cts.sink_count 1040 \
    die_area_um2 80900 \
    power_switching_mw 3.69 \
    via_count 17600 \
    timing.critical_path.from "RADDR_I[0]" \
    critPathKind "input pin to flip-flop" \
    syn_inst 1643 \
    muxShareOfSynthArea 0.192 \
    peakVddDrop_uv 330 \
    cts_hold_buf 0 \
    total_power_mw 18.0 \
    pwr-share-clk 0.416 \
    grt.met2_usage 0.372 \
]
-- worst max-delay path, cell delays in order --
cell and delay [ns]:
buf_8 0.36, buf_12 0.27, buf_12 0.24, mux4_2 0.54, mux4_2 0.57, mux4_2 0.58, mux2_2 0.30
-- layout make-up --
cell class | instances | area, um^2
antenna | 2 | 5.00
clock buffer | 129 | 2780
clock inverter | 65 | 543
fill | 5551 | 33600
multi-input combinational | 514 | 8350
sequential | 1040 | 31100
tap | 1050 | 1310
timing repair buffer | 138 | 1220
-- state kept, by name, indices dropped and copies added (netlist names) --
signal        cells
RDATA_REG_1P      8
RDATA_O           8
RAM            1024
-- cells in the mapped netlist (8+ instances only) --
| cell | number | area, um^2 |
|---|---|---|
| mux2_2 | 8 | 90.1 |
| edfxtp_1 | 1032 | 31000 |
| clkbuf_1 | 44 | 165 |
| buf_1 | 18 | 67.6 |
| nand3_1 | 12 | 60.1 |
| nor3_1 | 9 | 45.0 |
| buf_2 | 15 | 75.1 |
| nor2_1 | 122 | 458 |
| nand2_1 | 14 | 52.6 |
| buf_4 | 11 | 82.6 |
| mux4_2 | 336 | 7570 |
| dfxtp_1 | 8 | 160 |
-- per-layer routing --
layer	vias up	part of all wire
li1	7396	-
met1	9020	0.32
met2	1102	0.49
met3	126	0.17
met4	4	0.021
met5	-	0.00034
-- how the worst max path moves through the flow --
| stage | endpoint | slack, ns | cells after the start |
|---|---|---|---|
| 5_1_grt | RDATA_REG_1P[5] | 1.37 | 7 |
| 4_1_cts | RDATA_REG_1P[5] | 1.45 | 7 |
| 6_report | RDATA_REG_1P[7] | 1.47 | 7 |
-- logic make-up (layout without fill, tap and decap cells) --
| family | after synthesis | count (layout) |
|---|---|---|
| buffers and inverters | 89 | 332 |
| DFF | 1040 | 1040 |
| muxes | 344 | 344 |
| other | 0 | 2 |
| and+or+nand+nor | 170 | 170 |
-- metrics by stage --
stage / util / setup WS [ns] / hold WS, ns / instances
finish: 0.574 / 1.47 / 0.358 / 2938
global route: 0.574 / 1.37 / 0.374 / 2936
CTS: 0.574 / 1.45 / 0.362 / 2936
detailed placement: 0.532 / 0.761 / 0.348 / 2742
global placement: 0.532 / 0.762 / 0.337 / 2742
floorplan: - / 1.36 / 0.323 / 1643
-- power by group through the flow --
stage     Combinational, mW  Sequential, mW  Clock, mW
4_1_cts               0.892            9.66       7.66
5_1_grt               0.945            9.66       8.00
6_report              0.875            9.66       7.51
Power is estimated from default activity; no workload was simulated.
